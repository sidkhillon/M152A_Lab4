==> design.v <==
module ClockFactory(
    input  wire clk,
    input  wire rst,
    output wire clk_1kHz,
    output wire clk_display,
    output wire clk_blink,
    output wire clk_countdown
);
    reg [26:0] counter_1kHz = 0;
    reg clk_1kHz_tmp = 0;
    always @(posedge clk or posedge rst) begin
        if (rst) begin
            counter_1kHz <= 0;
            clk_1kHz_tmp <= 0;
        end else begin
            if (counter_1kHz == 50_000 - 1) begin
                counter_1kHz <= 0;
                clk_1kHz_tmp <= ~clk_1kHz_tmp;
            end else begin
                counter_1kHz <= counter_1kHz + 1;
            end
        end
    end
    reg [26:0] counter_display = 0;
    reg clk_display_tmp = 0;
    always @(posedge clk or posedge rst) begin
        if (rst) begin
            counter_display <= 0;
            clk_display_tmp <= 0;
        end else begin
            if (counter_display == 100_000 - 1) begin
                counter_display <= 0;
                clk_display_tmp <= ~clk_display_tmp;
            end else begin
                counter_display <= counter_display + 1;
            end
        end
    end
    reg [26:0] counter_blink = 0;
    reg clk_blink_tmp = 0;
    always @(posedge clk or posedge rst) begin
        if (rst) begin
            counter_blink <= 0;
            clk_blink_tmp <= 0;
        end else begin
            if (counter_blink == 25_000_000 - 1) begin
                counter_blink <= 0;
                clk_blink_tmp <= ~clk_blink_tmp;
            end else begin
                counter_blink <= counter_blink + 1;
            end
        end
    end
    reg [26:0] counter_countdown = 0;
    reg clk_countdown_tmp = 0;
    always @(posedge clk or posedge rst) begin
        if (rst) begin
            counter_countdown <= 0;
            clk_countdown_tmp <= 0;
        end else begin
            if (counter_countdown == 50_000_000 - 1) begin
                counter_countdown <= 0;
                clk_countdown_tmp <= ~clk_countdown_tmp;
            end else begin
                counter_countdown <= counter_countdown + 1;
            end
        end
    end
    assign clk_1kHz = clk_1kHz_tmp;
    assign clk_display = clk_display_tmp;
    assign clk_blink = clk_blink_tmp;
    assign clk_countdown = clk_countdown_tmp;
endmodule
module Countdown(
    input wire clk_countdown,
    input wire rst,
    input wire start,
    output reg [1:0] anode,
    output reg countdown_done,
    output reg countdown_in_action
);
always @(posedge clk_countdown or posedge rst or posedge start) begin
    if (rst) begin
        anode <= 2'b00;
        countdown_done <= 0;
        countdown_in_action <= 0;
    end else if (start) begin
        anode <= 2'b00;
        countdown_done <= 0;
        countdown_in_action <= 1;
    end else begin
        if (countdown_in_action) begin
            if (anode == 2'd3) begin
                countdown_done <= 1;
                countdown_in_action <= 0;
            end else begin
                anode <= anode + 1;
                countdown_done <= 0;
            end
        end else begin
            countdown_done <= 0;
        end
    end
end
endmodule
module Debouncer(
    input wire clk,
    input wire btn,
    output wire btn_db
);
reg [15:0] counter;
reg btn_db_tmp;
always @(posedge clk) begin
    if (btn) begin
        if (counter == 16'hffff) begin
            btn_db_tmp <= 1;
        end
        else begin
            counter <= counter + 1;
        end
    end
    else begin
        counter <= 0;
        btn_db_tmp <= 0;
    end
end
assign btn_db = btn_db_tmp;
endmodule
module Display(
    input wire clk,
    input wire clk_display,
    input wire clk_blink,
    input wire rst,
    input wire [1:0] game_mode,  
    input wire [1:0] winner,  
    input wire [6:0] p1Score_left, 
    input wire [6:0] p1Score_right, 
    input wire [6:0] p2Score_left,
    input wire [6:0] p2Score_right,
    input wire [6:0] sec0,
    input wire [6:0] ms2,
    input wire [6:0] ms1,
    input wire [6:0] ms0,
    input wire jump_start,
    input wire [1:0] anode_countdown,
    output wire [6:0] cathode,
    output wire [3:0] anode,
    output wire dp
);
    reg [6:0] cathode_tmp;
    reg [3:0] anode_tmp;
    reg dp_tmp;
    reg [1:0] screen = 0;
    always @(posedge clk_display) begin
        screen <= screen + 1;
        if (game_mode == 0) begin
            dp_tmp = 1;
            case (screen)
                0: begin
                    anode_tmp = 4'b1110;
                    if (anode_countdown >= 0) begin
                        cathode_tmp = 7'b0011100;
                    end else begin
                        cathode_tmp = 7'b1111111;
                    end
                end
                1: begin
                    anode_tmp = 4'b1101;
                    if (anode_countdown >= 1) begin
                        cathode_tmp = 7'b0011100;
                    end else begin
                        cathode_tmp = 7'b1111111;
                    end
                end
                2: begin
                    anode_tmp = 4'b1011;
                    if (anode_countdown >= 2) begin
                        cathode_tmp = 7'b0011100;
                    end else begin
                        cathode_tmp = 7'b1111111;
                    end
                end
                3: begin
                    anode_tmp = 4'b0111;
                    if (anode_countdown >= 3) begin
                        cathode_tmp = 7'b0011100;
                    end else begin
                        cathode_tmp = 7'b1111111;
                    end
                end
                default: begin
                    anode_tmp = 4'b1111;
                    cathode_tmp = 7'b1111111;
                end
            endcase
        end
        if (game_mode == 1 || game_mode == 2) begin
            if (jump_start) begin
                dp_tmp = 1;
                cathode_tmp = 7'b1111110;  
                case(screen)
                    2'd0: begin
                        anode_tmp = 4'b1110;
                    end
                    2'd1: begin
                        anode_tmp = 4'b1101;
                    end
                    2'd2: begin
                        anode_tmp = 4'b1011;
                    end
                    2'd3: begin
                        anode_tmp = 4'b0111;
                    end
                    default: begin
                        anode_tmp = 4'b1111;
                    end
                endcase
            end else begin
                case (screen)
                    2'd0: begin
                        cathode_tmp = sec0;
                        anode_tmp = 4'b1110;
                        dp_tmp = 0;
                    end
                    2'd1: begin
                        cathode_tmp = ms2;
                        anode_tmp = 4'b1101;
                        dp_tmp = 1;
                    end
                    2'd2: begin
                        cathode_tmp = ms1;
                        anode_tmp = 4'b1011;
                        dp_tmp = 1;
                    end
                    2'd3: begin
                        cathode_tmp = ms0;
                        anode_tmp = 4'b0111;
                        dp_tmp = 1;
                    end
                    default: begin
                        cathode_tmp = 7'b1111111;
                        anode_tmp = 4'b1111;
                        dp_tmp = 1;
                    end
                endcase
            end
        end
        if (game_mode == 3) begin
            dp_tmp = 1;
            case (screen)
                2'd0: begin
                    cathode_tmp = p1Score_left;
                    anode_tmp = 4'b1110;
                    if (winner == 1 && !clk_blink) begin
                        cathode_tmp = 7'b1111111;
                    end
                end
                2'd1: begin
                    cathode_tmp = p1Score_right;
                    anode_tmp = 4'b1101;
                    if (winner == 1 && !clk_blink) begin
                        cathode_tmp = 7'b1111111;
                    end
                end
                2'd2: begin
                    cathode_tmp = p2Score_left;
                    anode_tmp = 4'b1011;
                    if (winner == 2 && !clk_blink) begin
                        cathode_tmp = 7'b1111111;
                    end
                end
                2'd3: begin
                    cathode_tmp = p2Score_right;
                    anode_tmp = 4'b0111;
                    if (winner == 2 && !clk_blink) begin
                        cathode_tmp = 7'b1111111;
                    end
                end
                default: begin
                    cathode_tmp = 7'b1111111;
                    anode_tmp = 4'b1111;
                end
            endcase
        end
    end
    assign cathode = cathode_tmp;
    assign anode = anode_tmp;
    assign dp = dp_tmp;
endmodule
module RandomDelay(
    input wire clk,
    input wire clk_1kHz,
    input wire rst,
    input wire start,
    output wire done
);
reg [15:0] lfsr;
reg [12:0] counter;
reg [12:0] delay_ms;
reg delay_active;
reg done_reg;
reg clk_1kHz_prev;
wire feedback = lfsr[15] ^ lfsr[14] ^ lfsr[12] ^ lfsr[3];
always @(posedge clk or posedge rst) begin
    if (rst) begin
        lfsr <= 16'hACE1;
        delay_active <= 0;
        done_reg <= 0;
        counter <= 0;
        delay_ms <= 0;
        clk_1kHz_prev <= 0;
    end else if (start) begin
        delay_active <= 1;
        counter <= 0;
        delay_ms <= (lfsr[11:0] % 4000) + 1000;
    end else begin
        lfsr <= {lfsr[14:0], feedback};
        clk_1kHz_prev <= clk_1kHz;
        if (done_reg)
            done_reg <= 0;
        if (clk_1kHz && !clk_1kHz_prev && delay_active) begin
            if (counter == delay_ms - 1) begin
                delay_active <= 0;
                counter <= 0;
                done_reg <= 1;
            end else begin
                counter <= counter + 1;
            end
        end
    end
end
assign done = done_reg;
endmodule
module ReactionGame(
    input wire clk,
    input wire rst,
    input wire start,
    input wire switchP1,
    input wire switchP2,
    output wire [6:0] cathode,
    output wire [3:0] anode,
    output wire dp
);
wire rst_db;
wire start_db;
wire switchP1_db;
wire switchP2_db;
reg start_countdown;
reg start_reaction;
reg [1:0] game_mode;  
Debouncer rst_debouncer(
    .clk(clk),
    .btn(rst),
    .btn_db(rst_db)
);
Debouncer start_debouncer(
    .clk(clk),
    .btn(start),
    .btn_db(start_db)
);
Debouncer switchP1_debouncer(
    .clk(clk),
    .btn(switchP1),
    .btn_db(switchP1_db)
);
Debouncer switchP2_debouncer(
    .clk(clk),
    .btn(switchP2),
    .btn_db(switchP2_db)
);
wire clk_1kHz, clk_display, clk_blink, clk_countdown;
ClockFactory clock_factory(
    .clk(clk),
    .rst(rst_db),
    .clk_1kHz(clk_1kHz),
    .clk_display(clk_display),
    .clk_blink(clk_blink),
    .clk_countdown(clk_countdown)
);
wire [1:0] anode_countdown;
wire countdown_done, countdown_in_action;
Countdown countdown(
    .clk_countdown(clk_countdown),
    .rst(rst_db),
    .start(start_db),
    .anode(anode_countdown),
    .countdown_done(countdown_done),
    .countdown_in_action(countdown_in_action)
);
wire delay_done;
RandomDelay random_delay(
    .clk(clk),
    .clk_1kHz(clk_1kHz),
    .rst(rst_db),
    .start(countdown_done),
    .done(delay_done)
);
wire round_in_action;
assign round_in_action = (game_mode == 2'b00 || game_mode == 2'b01);
wire [3:0] p1Score_left, p1Score_right, p2Score_left, p2Score_right;
wire round_over, jump_start;
wire [1:0] winner;
ScoreTracker score_tracker(
    .clk(clk),
    .rst(rst_db),
    .countdown_in_action(countdown_in_action),
    .delay_done(delay_done),
    .round_in_action(round_in_action),
    .switchP1(switchP1_db),
    .switchP2(switchP2_db),
    .p1Score_left(p1Score_left),
    .p1Score_right(p1Score_right),
    .p2Score_left(p2Score_left),
    .p2Score_right(p2Score_right),
    .round_over(round_over),
    .jump_start(jump_start),
    .winner(winner)
);
wire stopwatch_rst;
assign stopwatch_rst = rst_db || delay_done;
wire stopwatch_pause;
assign stopwatch_pause = (game_mode == 2'b10);
wire [3:0] sec0, ms2, ms1, ms0;
Stopwatch stopwatch(
    .clk_1kHz(clk_1kHz),
    .rst(stopwatch_rst),
    .pause(stopwatch_pause),
    .sec0(sec0),
    .ms2(ms2),
    .ms1(ms1),
    .ms0(ms0)
);
wire [6:0] p1Score_left_7seg, p1Score_right_7seg, p2Score_left_7seg, p2Score_right_7seg;
SevenSegment p1Score_left_encoder(
    .digit(p1Score_left),
    .seg(p1Score_left_7seg)
);
SevenSegment p1Score_right_encoder(
    .digit(p1Score_right),
    .seg(p1Score_right_7seg)
);
SevenSegment p2Score_left_encoder(
    .digit(p2Score_left),
    .seg(p2Score_left_7seg)
);
SevenSegment p2Score_right_encoder(
    .digit(p2Score_right),
    .seg(p2Score_right_7seg)
);
wire [6:0] sec0_7seg, ms2_7seg, ms1_7seg, ms0_7seg;
SevenSegment sec0_encoder(
    .digit(sec0),
    .seg(sec0_7seg)
);
SevenSegment ms2_encoder(
    .digit(ms2),
    .seg(ms2_7seg)
);
SevenSegment ms1_encoder(
    .digit(ms1),
    .seg(ms1_7seg)
);
SevenSegment ms0_encoder(
    .digit(ms0),
    .seg(ms0_7seg)
);
wire [6:0] cathode_tmp;
wire [3:0] anode_tmp;
wire dp_tmp;
Display display(
    .clk(clk),
    .clk_display(clk_display),
    .clk_blink(clk_blink),
    .rst(rst_db),
    .game_mode(game_mode),
    .winner(winner),
    .p1Score_left(p1Score_left_7seg),
    .p1Score_right(p1Score_right_7seg),
    .p2Score_left(p2Score_left_7seg),
    .p2Score_right(p2Score_right_7seg),
    .sec0(sec0_7seg),
    .ms2(ms2_7seg),
    .ms1(ms1_7seg),
    .ms0(ms0_7seg),
    .jump_start(jump_start),
    .anode_countdown(anode_countdown),
    .cathode(cathode_tmp),
    .anode(anode_tmp),
    .dp(dp_tmp)
);
reg [31:0] stopwatch_display_timer;
always @(posedge clk or posedge rst_db) begin
    if (rst_db) begin
        game_mode <= 2'b11;
    end else begin
        case(game_mode)
            2'b00: begin
                if (delay_done) begin
                    game_mode <= 2'b01;
                end else if (round_over) begin
                    game_mode <= 2'b10;
                    stopwatch_display_timer <= 0;
                end
            end
            2'b01: begin
                if (round_over) begin
                    game_mode <= 2'b10;
                    stopwatch_display_timer <= 0;
                end
            end
            2'b10: begin
                if (stopwatch_display_timer >= 200_000_000) begin
                    game_mode <= 2'b11;
                end else begin
                    stopwatch_display_timer <= stopwatch_display_timer + 1;
                end
            end
            2'b11: begin
                if (start_db) begin
                    game_mode <= 2'b00;
                end
            end
        endcase
    end
end
assign cathode = cathode_tmp;
assign anode = anode_tmp;
assign dp = dp_tmp;
endmodule
module ScoreTracker(
    input wire clk,
    input wire rst,
    input wire countdown_in_action,
    input wire delay_done,
    input wire round_in_action,
    input wire switchP1,
    input wire switchP2,
    output wire [3:0] p1Score_left,
    output wire [3:0] p1Score_right,
    output wire [3:0] p2Score_left,
    output wire [3:0] p2Score_right,
    output wire round_over,
    output wire jump_start,
    output wire [1:0] winner
);
reg [6:0] p1Score_tmp;
reg [6:0] p2Score_tmp;
reg round_over_tmp;
reg jump_start_tmp;
reg [1:0] winner_tmp;
reg legal_to_end;
reg countdown_prev;
always @(posedge clk or posedge rst) begin
    if (rst) begin
        p1Score_tmp <= 7'b0000000;
        p2Score_tmp <= 7'b0000000;
        round_over_tmp <= 0;
        jump_start_tmp <= 0;
        winner_tmp <= 2'b00;
        legal_to_end <= 0;
    end else begin
        if (countdown_in_action && !countdown_prev) begin
            round_over_tmp <= 0;
            jump_start_tmp <= 0;
            winner_tmp <= 2'b00;
            legal_to_end <= 0;
        end else if (delay_done) begin
            legal_to_end <= 1;
        end else if (round_in_action && !round_over_tmp) begin
            if (!legal_to_end) begin
                if (switchP1 && !switchP2) begin
                    p2Score_tmp <= p2Score_tmp + 1;
                    round_over_tmp <= 1;
                    jump_start_tmp <= 1;
                    winner_tmp <= 2'b10;  
                end else if (switchP2 && !switchP1) begin
                    p1Score_tmp <= p1Score_tmp + 1;
                    round_over_tmp <= 1;
                    jump_start_tmp <= 1;
                    winner_tmp <= 2'b01;  
                end
            end else begin
                if (switchP1 && !switchP2) begin
                    p1Score_tmp <= p1Score_tmp + 1;
                    round_over_tmp <= 1;
                    winner_tmp <= 2'b01;  
                end else if (switchP2 && !switchP1) begin
                    p2Score_tmp <= p2Score_tmp + 1;
                    round_over_tmp <= 1;
                    winner_tmp <= 2'b10;  
                end
            end
        end
        countdown_prev <= countdown_in_action;
    end
end
assign p1Score_left = p1Score_tmp / 10;
assign p1Score_right = p1Score_tmp % 10;
assign p2Score_left = p2Score_tmp / 10;
assign p2Score_right = p2Score_tmp % 10;
assign round_over = round_over_tmp;
assign jump_start = jump_start_tmp;
assign winner = winner_tmp;
endmodule
module SevenSegment(
    input wire [3:0] digit,
    output wire [6:0] seg
);
reg [6:0] seg_tmp;
always @(digit) begin
    case (digit)
        4'h0: seg_tmp = 7'b0000001;
        4'h1: seg_tmp = 7'b1001111;
        4'h2: seg_tmp = 7'b0010010;
        4'h3: seg_tmp = 7'b0000110;
        4'h4: seg_tmp = 7'b1001100;
        4'h5: seg_tmp = 7'b0100100;
        4'h6: seg_tmp = 7'b0100000;
        4'h7: seg_tmp = 7'b0001111;
        4'h8: seg_tmp = 7'b0000000;
        default: seg_tmp = 7'b0000100;  
    endcase
end
assign seg = seg_tmp;
endmodule 
module Stopwatch(
    input wire clk_1kHz,
    input wire rst,
    input wire pause,
    output wire [3:0] sec0,
    output wire [3:0] ms2,
    output wire [3:0] ms1,
    output wire [3:0] ms0
);
reg [3:0] seconds;
reg [9:0] ms;
always @(posedge clk_1kHz or posedge rst) begin
    if (rst) begin
        seconds <= 4'd0;
        ms <= 10'd0;
    end else begin
        if (!pause) begin
            if (ms == 10'd999) begin
                ms <= 10'd0;
                if (seconds == 4'd10) begin
                    seconds <= 4'd0;
                end else begin
                    seconds <= seconds + 1;
                end
            end else begin
                ms <= ms + 1;
            end
        end
    end
end
assign sec0 = seconds;
assign ms2 = ms / 100;
assign ms1 = (ms % 100) / 10;
assign ms0 = ms % 10;
endmodule
==> run.sh <==
#!/bin/bash
# OpenROAD 26Q1-2900-gdf79404cd8, Yosys 0.63+post, stock flow scripts
make -C /OpenROAD-flow-scripts/flow DESIGN_CONFIG=/design/flow/config.mk WORK_HOME=/design/flow/orfs finish
==> config.mk <==
export PLATFORM = sky130hd
export DESIGN_NAME = ReactionGame
export DESIGN_NICKNAME = ReactionGame
export VERILOG_FILES = /design/flow/design.v
export SDC_FILE = /design/flow/constraint.sdc
export NUM_CORES = 4
export LEC_CHECK = 1
export CORE_UTILIZATION = 30
==> constraint.sdc <==
current_design ReactionGame

set clk_period 3.6
set clk_io_pct 0.2

create_clock -name clk0 -period $clk_period [get_ports {clk}]

set non_clock_inputs [all_inputs -no_clocks]
set_input_delay [expr $clk_period * $clk_io_pct] -clock clk0 $non_clock_inputs
set_output_delay [expr $clk_period * $clk_io_pct] -clock clk0 [all_outputs]
==> impl_metrics.csv <==
group,metric,value,unit
critical_path,arrival,3.65,ns
global_routing,grt_pass1_wl,69800,um
run,log.warning_count,80,
layout,layout-drive-gt1-share,0.0667,
place,placed_cell_area,20900,um^2
clock_tree,cts_tree,"built",
critical_path,critPathMaxFanout,16,
floorplan,fp_util,0.303,
yosys,synth_top_area_share,0.236,
timing,rsz0062_at_grt,"no",
timing,min_period_over_period,0.888,
run,drv_cap,0,
place,placed_cells,3086,
yosys,ff_type,"dfrtp_1",
global_routing,grt_overflow,0,
pwr,power,6.71,mW
yosys,ys_chip_area,19900,um^2
route,drt_iter0_markers,900,
route,viasPerCell,5.06,
timing,setup_viol,0,
global_routing,antenna_found_initial,0,
clock_tree,clk_path_buf_depth,3,
timing,untimed_endpoints,56,
critical_path,crit_required,4.05,ns
critical_path,crit_top_cell,"nand2_1",
clock_tree,clock_latency,0.57,ns
route,num_vias,15900,
clock_tree,cts-hold-fix-buffers,0,
yosys,async_reset_ff_frac,0.633,
clock_tree,htreeDepth,1,
hold_path,hold_path.class,"register to async pin",
place,dp_hpwl,29000,um
pwr,leakagePower,8.84,nW
layout,design_area,22000,um^2
clock_tree,clkTransAtPathRegs,0.06,ns
yosys,syn_inst,2277,
critical_path,path_delay_family,"AND-OR/OR-AND gates",
timing,slew_violations,0,
yosys,mux_area_frac,0.0232,
clock_tree,cts_buffers,31,
yosys,synth_area,19900,um^2
route,drc,0,
route,firstDrtPassIters,7,
floorplan,ios,17,
floorplan,fp.dieW,260,um
place,port_buffers,16,
layout,regMostFlops,"stopwatch_display_timer",
critical_path,critical_path_buf_inv_count,2,
floorplan,die_h,260,um
layout,area_growth,10.3,%
timing,hold_violations,0,
layout,largest_reg_flops,32,
yosys,synth-edff-count,44,
global_routing,grt_max_degree,62,
critical_path,critPathLaunchType,"register",
critical_path,slowest_stage,"o41ai_1",
route,diodes,0,
status,outcome,"completed",
pwr,ir_worst_vdd,368,uV
route,wl_per_cell,13.0,um
timing,worst_pin_slew,0.932,ns
timing,skew,0.0130,ns
timing,slew_headroom,0.379,
yosys,top_area_cell,"dfrtp_1",
clock_tree,post_cts_resized,0,
yosys,numSynthFlops,313,
yosys,yosysUniqueCellTypes,116,
global_routing,track_usage,0.123,
place,place_congestion,0.896,
layout,stdcell_count,3143,
timing,min_period,3.20,ns
layout,final_core_util,0.334,
critical_path,max_stage_delay,0.46,ns
yosys,synthXorXnorAreaFrac,0.106,
route,ant_nets,0,
yosys,ys_warn_count,10,
yosys,top_logic_kind,"simple AND/OR/NAND/NOR gates",
yosys,synth_stat.cells,2277,
yosys,area_leaders,"dfrtp_1, dfxtp_1, edfxtp_1, xnor2_1, ha_1",
yosys,simple_gate_area_frac,0.227,
yosys,synth_adder_area_share,0.0597,
floorplan,rows,94,
clock_tree,cts.root.buffer_cell,"clkbuf_16",
timing,finalSetupTns,0,ns
critical_path,path_cells,"inv_1, ha_1, nor2b_1, nand2_1, inv_1, nand2_1, o21ai_0, o21ai_0, a311oi_1, a21oi_1, a21o_1, o2111ai_1, nand2_1, o41ai_1",
yosys,avgSynthCellArea,8.75,um^2
route,routed_wl,41000,um
pwr,power_density,306,nW/um^2
timing,max_freq,313,MHz
floorplan,dieArea,67400,um^2
timing,unclocked_regs,32,
clock_tree,postCtsSetupRepairBufs,0,
yosys,postSynthSeqShare,0.387,
floorplan,coreArea,65700,um^2
yosys,ys_sh_aoi,0.157,
layout,fillers,6451,
critical_path,worstSetupPathType,"register to register",
global_routing,grt_pass1_vias,14500,
critical_path,worstSetupEndpointType,"register",
-- cell families after synthesis --
logic type	after synthesis
AND-OR/OR-AND	467
XOR/XNOR	240
adder cells (fa/ha/maj)	97
buffers and inverters	188
flip-flops	313
multiplexers	43
AND/OR/NAND/NOR	929
-- metrics by stage --
step | hold slack (ns) | setup WS, ns
after detailed placement | 0.342 | 0.470
final | 0.317 | 0.404
after global placement | 0.340 | 0.535
after floorplan | 0.425 | -0.695
after global routing | 0.366 | 0.0296
after CTS | 0.327 | 0.384
-- worst register-to-register path: cells and delay by family (launching register included) --
kind                       cells  cell delay (ns)
DFF                            1             0.40
AOI/OAI and AO/OA              7             1.40
buffers and inverters          2             0.23
adders and majority gates      1             0.16
and+or+nand+nor                4             0.88
-- cells in the mapped netlist (all sizes together) (68+ instances only) --
master,n
nand2,224
inv,100
nor2,262
dfxtp,71
and3,68
dfrtp,188
xor2,106
nand3,107
o21ai,153
ha,87
xnor2,134
a21oi,108
-- power by group --
part	internal [mW]	switching, mW
combinational	0.0577	0.0843
clock	2.02	1.30
sequential	3.22	0.0331
total	5.30	1.41
-- layout make-up --
cell class                      instances  area, um^2  share of cell area
Timing Repair Buffer                   32         280              0.0128
Clock inverter                         14         191             0.00871
Sequential cell                       313        7720               0.351
Clock buffer                           43         891              0.0406
Tap cell                              864        1080              0.0492
Inverter                              101         385              0.0175
Multi-Input combinational cell       1776       11400               0.520
-- per-layer routing --
metal | part of all wire | track usage | vias to the layer above | wire length, um
met5 | 0 | 0 | - | 0
met4 | 0.017 | 0.0212 | 0 | 705
met3 | 0.032 | 0.0154 | 53 | 1320
met2 | 0.43 | 0.186 | 258 | 17800
met1 | 0.52 | 0.193 | 7531 | 21100
li1 | - | - | 8057 | -
-- layout by cell type (no fill, tap or decap), types with 11 or more instances in the layout --
cell type,instances
inv_1,96
nand2b_1,13
o211ai_1,13
ha_1,87
clkbuf_16,31
and3_1,68
nor3_1,48
dfxtp_1,70
nor2b_1,21
mux2_2,25
a211oi_1,15
a31oi_1,18
edfxtp_1,44
dfrtp_1,188
nand3_1,107
buf_4,16
and2_1,22
nand4_1,51
nor4_1,27
o21ai_0,140
clkdlybuf4s50_1,16
xnor2_1,132
xor2_1,106
a21oi_1,107
mux2i_1,18
or3_1,25
nand2_1,223
o22ai_1,11
nor2_1,260
-- worst paths after layout --
check                                                     from                             end  slack [ns]  cells past startpoint
worst max-delay path                  random_delay.delay_ms[0]         random_delay.counter[5]        0.40                     14
worst min-delay path                  rst_debouncer.btn_db_tmp         random_delay.counter[8]        0.32                      1
worst max register to register        random_delay.delay_ms[0]         random_delay.counter[5]        0.40                     14
worst min register to register        rst_debouncer.btn_db_tmp         random_delay.counter[8]        0.32                      1
max in group asynchronous             rst_debouncer.btn_db_tmp  clock_factory.counter_1kHz[16]        1.51                      3
min in group clk0               switchP2_debouncer.counter[10]  switchP2_debouncer.counter[10]        0.46                      2
No activity file was given, so power comes from the tool's default toggle rates.
